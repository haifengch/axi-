File: flow/design.v
module cross_4k_if #(
      parameter W_ID   = 4            
              , W_CID  = 4
              , W_ADDR = 32           
              , W_LEN  = 8
              , W_DATA = 32           
              , W_STRB = (W_DATA/8)   
              , W_SID  = (W_CID+W_ID) 
) (
      input                          clk        
    , input                          rst_n      
    , input  wire    [W_ID-1 :0]     m_axi_arid    
    , input  wire    [W_ADDR-1:0]    m_axi_araddr  
    , input  wire    [W_LEN-1 :0]    m_axi_arlen   
    , input  wire    [2 :0]          m_axi_arsize  
    , input  wire    [1 :0]          m_axi_arburst 
    , input  wire                    m_axi_arvalid 
    , output reg                     m_axi_arready 
    , input  wire    [W_ID-1 :0]     m_axi_awid    
    , input  wire    [W_ADDR-1:0]    m_axi_awaddr  
    , input  wire    [W_LEN-1 :0]    m_axi_awlen   
    , input  wire    [2 :0]          m_axi_awsize  
    , input  wire    [1 :0]          m_axi_awburst 
    , input  wire                    m_axi_awvalid 
    , output reg                     m_axi_awready 
    , output  reg    [W_ID-1:0]      s_axi_arid    
    , output  reg    [W_ADDR-1:0]    s_axi_araddr  
    , output  reg    [W_LEN-1:0]     s_axi_arlen   
    , output  reg    [2:0]           s_axi_arsize  
    , output  reg    [1:0]           s_axi_arburst 
    , output  reg                    s_axi_arvalid 
    , input   wire                   s_axi_arready
    , output  reg    [W_ID-1:0]      s_axi_awid    
    , output  reg    [W_ADDR-1:0]    s_axi_awaddr  
    , output  reg    [W_LEN-1:0]     s_axi_awlen   
    , output  reg    [2:0]           s_axi_awsize  
    , output  reg    [1:0]           s_axi_awburst 
    , output  reg                    s_axi_awvalid 
    , input   wire                   s_axi_awready
);
wire [W_ADDR-1 : 0]    m_araddr_end  ;
wire [W_ADDR-1 : 0]    m_awaddr_end  ;
assign m_araddr_end = m_axi_araddr + (m_axi_arlen << 2);  
assign m_awaddr_end = m_axi_awaddr + (m_axi_awlen << 2);
assign ar_cross4k_flag = m_axi_araddr[12] ^ m_araddr_end[12];
assign aw_cross4k_flag = m_axi_awaddr[12] ^ m_awaddr_end[12];
reg [W_ID-1:0]      trans_arid    ; 
reg [2:0]           trans_arsize  ; 
reg [1:0]           trans_arburst ; 
reg [W_ADDR-1:0]    trans1_araddr ; 
reg [W_LEN-1:0]     trans1_arlen  ; 
reg [W_ADDR-1:0]    trans2_araddr ; 
reg [W_LEN-1:0]     trans2_arlen  ; 
reg                 trans_arvalid ; 
reg [W_ID-1:0]      trans_awid    ; 
reg [2:0]           trans_awsize  ; 
reg [1:0]           trans_awburst ; 
reg [W_ADDR-1:0]    trans1_awaddr ; 
reg [W_LEN-1:0]     trans1_awlen  ; 
reg [W_ADDR-1:0]    trans2_awaddr ; 
reg [W_LEN-1:0]     trans2_awlen  ; 
reg                 trans_awvalid ; 
reg                 aw_trans_stall;
always @(*) begin
    if (m_axi_arvalid & ar_cross4k_flag) begin
        trans_arid    = m_axi_arid   ;
        trans_arsize  = m_axi_arsize ;
        trans_arburst = m_axi_arburst;
        trans1_araddr = m_axi_araddr ;
        trans1_arlen  = ({m_axi_araddr[29:12], 12'hfff} - m_axi_araddr + 1'b1) >> 2;
        trans2_araddr = {m_axi_araddr[29:12] + 1'b1, 12'h0};
        trans2_arlen  = (m_araddr_end - {m_axi_araddr[29:12] + 1'b1, 12'h0} + 1'b1) >> 2;
        trans_arvalid = m_axi_arvalid;
    end
    if (m_axi_awvalid & aw_cross4k_flag) begin
        trans_awid    = m_axi_awid   ;
        trans_awsize  = m_axi_awsize ;
        trans_awburst = m_axi_awburst;
        trans1_awaddr = m_axi_awaddr ;
        trans1_awlen  = ({m_axi_awaddr[29:12], 12'hfff} - m_axi_awaddr + 1'b1) >> 2;
        trans2_awaddr = {m_axi_awaddr[29:12] + 1'b1, 12'h0};
        trans2_awlen  = (m_awaddr_end - {m_axi_awaddr[29:12] + 1'b1, 12'h0} + 1'b1) >> 2;
        trans_awvalid = m_axi_awvalid;
    end
end
reg [2:0] ST_AR_C4K, ST_AW_C4K;
parameter IDLE   = 3'h0,
          TRANS1 = 3'h1,
          TRANS2 = 3'h2;
always @(posedge clk) begin
    if (!rst_n) begin
        ST_AR_C4K <= 0;
    end else begin
        case (ST_AR_C4K)
            IDLE: begin 
                if (ar_cross4k_flag) begin
                    ST_AR_C4K  <= TRANS1;
                end
            end
            TRANS1: begin
                if (s_axi_arready) begin
                    ST_AR_C4K  <= TRANS2;
                end
            end
            TRANS2: if (s_axi_arready) begin
                ST_AR_C4K  <= IDLE;
            end
        endcase
    end
end
always @(*) begin
    if (ST_AR_C4K==TRANS1) begin
        s_axi_arid    = trans_arid   ;
        s_axi_araddr  = trans1_araddr ;
        s_axi_arlen   = trans1_arlen  ;
        s_axi_arsize  = trans_arsize ;
        s_axi_arburst = trans_arburst;
        s_axi_arvalid = trans_arvalid;
        m_axi_arready = 0;
    end
    else if (ST_AR_C4K==TRANS2) begin
        s_axi_arid    = trans_arid   ;
        s_axi_araddr  = trans2_araddr ;
        s_axi_arlen   = trans2_arlen  ;
        s_axi_arsize  = trans_arsize ;
        s_axi_arburst = trans_arburst;
        s_axi_arvalid = trans_arvalid;
        m_axi_arready = 1;
    end
    else if(ST_AR_C4K==IDLE) begin
        if(!ar_cross4k_flag && s_axi_arready) begin
            s_axi_arid    = m_axi_arid   ;
            s_axi_araddr  = m_axi_araddr ;
            s_axi_arlen   = m_axi_arlen  ;
            s_axi_arsize  = m_axi_arsize ;
            s_axi_arburst = m_axi_arburst;
            s_axi_arvalid = m_axi_arvalid;
            m_axi_arready = 1;
        end
        else begin
            s_axi_arid    = 0;
            s_axi_araddr  = 0;
            s_axi_arlen   = 0;
            s_axi_arsize  = 0;
            s_axi_arburst = 0;
            s_axi_arvalid = 0;
            m_axi_arready = 0;
        end
    end
end
always @(posedge clk) begin
    if (!rst_n) begin
        ST_AW_C4K <= 0;
    end else begin
        case (ST_AW_C4K)
            IDLE: begin 
                if (aw_cross4k_flag) begin
                    ST_AW_C4K  <= TRANS1;
                end
            end
            TRANS1: begin
                if (s_axi_awready) begin
                    ST_AW_C4K  <= TRANS2;
                end
            end
            TRANS2: if (s_axi_awready) begin
                ST_AW_C4K  <= IDLE;
            end
        endcase
    end
end
always @(*) begin
    if (ST_AW_C4K == TRANS1) begin
        s_axi_awid    = trans_awid   ;
        s_axi_awaddr  = trans1_awaddr ;
        s_axi_awlen   = trans1_awlen  ;
        s_axi_awsize  = trans_awsize ;
        s_axi_awburst = trans_awburst;
        s_axi_awvalid = trans_awvalid;
        m_axi_awready = 0;
    end
    else if (ST_AW_C4K == TRANS2) begin
        s_axi_awid    = {(trans_awid[3:2] + 2'b1), trans_awid[1:0]};
        s_axi_awaddr  = trans2_awaddr ;
        s_axi_awlen   = trans2_awlen  ;
        s_axi_awsize  = trans_awsize ;
        s_axi_awburst = trans_awburst;
        s_axi_awvalid = trans_awvalid;
        m_axi_awready = 1;
    end
    else if(ST_AW_C4K == IDLE) begin
        if(!aw_cross4k_flag && s_axi_awready) begin
            s_axi_awid    = m_axi_awid   ;
            s_axi_awaddr  = m_axi_awaddr ;
            s_axi_awlen   = m_axi_awlen  ;
            s_axi_awsize  = m_axi_awsize ;
            s_axi_awburst = m_axi_awburst;
            s_axi_awvalid = m_axi_awvalid;
            m_axi_awready = 1;
        end
        else begin
            s_axi_awid    = 0;
            s_axi_awaddr  = 0;
            s_axi_awlen   = 0;
            s_axi_awsize  = 0;
            s_axi_awburst = 0;
            s_axi_awvalid = 0;
            m_axi_awready = 0;
        end
    end
end
endmodule
File: flow/run.sh
#!/bin/bash
# OpenROAD 26Q1-2900-gdf79404cd8, Yosys 0.63+post, stock flow scripts
make -C /OpenROAD-flow-scripts/flow DESIGN_CONFIG=/design/flow/config.mk WORK_HOME=/design/flow/orfs finish
File: flow/config.mk
export PLATFORM = sky130hd
export DESIGN_NAME = cross_4k_if
export DESIGN_NICKNAME = cross_4k_if
export VERILOG_FILES = /design/flow/design.v
export SDC_FILE = /design/flow/constraint.sdc
export NUM_CORES = 4
export LEC_CHECK = 1
export CORE_UTILIZATION = 30
File: flow/constraint.sdc
current_design cross_4k_if

set clk_period 9.4
set clk_io_pct 0.2

create_clock -name clk0 -period $clk_period [get_ports {clk}]

set non_clock_inputs [all_inputs -no_clocks]
set_input_delay [expr $clk_period * $clk_io_pct] -clock clk0 $non_clock_inputs
set_output_delay [expr $clk_period * $clk_io_pct] -clock clk0 [all_outputs]
==> metrics.csv <==
stage,metric,value,unit
run_status,status,finished clean,
min_path,Worst Hold End,ST_AW_C4K[0]$_DFF_P_,
worst_setup_path,r2r startpoint,ST_AW_C4K[2]$_DFF_P_,
logic_synthesis,Dominant flop cell,dlxtp_1,
cts,TritonCTS clock tree,done,
final_timing,register pins left without a clock,254,
cells_and_area,Top cell excl fill/tap,clkdlybuf4s50_1,
logic_synthesis,synthesized area,0.007695,sq mm
final_timing,Slew Limit Headroom,47.28,%
detailed_routing,vias per cell,4.717,
floorplan,std cell rows,58,
detailed_routing,drt drc,0,
worst_setup_path,worst setup path category,input pin to flip-flop,
cells_and_area,Final Core Density,40.12,%
cts,clock latency (worst-skew pair),0.22,ns
flow_run,stage-log warning count,25,
floorplan,Die Size,0.02629,sq mm
logic_synthesis,Cell Type Count,61,
worst_setup_path,CP arrival,4.15,ns
logic_synthesis,Synth async-reset ratio,0,%
cts,"Hold-fix buffers, CTS",0,
power_and_ir_drop,Leakage,4.344,nW
cts,Max clock buf depth,2,
power_and_ir_drop,Tot Pwr,0.4157,mW
floorplan,Core Util at FP,30.56,%
cts,Root Buffer,clkbuf_16,
grt,GRT Util Overall,15.48,%
floorplan,num ports,206,
final_timing,Slew Limit Fails,0,
final_timing,maximum clock frequency,0.2469,GHz
final_timing,final tally of setup violations,0,
detailed_routing,Antenna Nets Post-Route,0,
placement,Port Buf Inserts,205,
floorplan,Die Y,162.2,um
cells_and_area,fillers,2471,
min_path,worst min path class,flip-flop to flip-flop,
logic_synthesis,"Registers, synthesis",260,
worst_setup_path,r2r setup slk,8.07,ns
cells_and_area,Top cells excl fill/tap,"205 x clkdlybuf4s50_1, 152 x dlxtp_1, 102 x dlxtn_1",
cts,Resized Gates After CTS,0,
placement,DP HPWL,14750,um
detailed_routing,vias,6141,
min_path,Worst Hold Depth,2,
grt,largest net degree at the start of global routing,77,
worst_setup_path,Crit Path Max Fanout,5,
worst_setup_path,startpoint types,input pin,
cells_and_area,share of cells above drive strength 1,7.621,%
logic_synthesis,# Cells Yosys,784,
floorplan,DIE WIDTH,162.2,um
cells_and_area,comb. cell area,0.003406,sq mm
detailed_routing,DR iter-0 viols,333,
placement,routability cong.,0.8350,
final_timing,final setup skew,0.00009238,ns
final_timing,final period utilization,43.09,%
power_and_ir_drop,Power Dens Cells,41.15,mW/mm^2
final_timing,unrepaired setup endpoints after global routing,false,
cells_and_area,finished layout cell area,0.01010,sq mm
worst_setup_path,reg2reg end,ST_AW_C4K[2]$_DFF_P_,
grt,vias in the first global route,5787,
cells_and_area,register area,0.003936,sq mm
final_timing,measured slew at the worst slew-check pin,0.7908,ns
placement,DP Area,0.01002,sq mm
floorplan,Placeable Area,0.02518,sq mm
grt,initial antenna violation count,1,
logic_synthesis,yosys warning tally,3,
logic_synthesis,syn_area_per_cell,9.815,sq um
detailed_routing,DRT Pass-1 Iters,4,
worst_setup_path,Crit. End Element,flip-flop,
cts,H-tree Lvls,1,
logic_synthesis,flip-flops with a built-in enable,0,
logic_synthesis,"Chip Area, Yosys",0.007695,sq mm
final_timing,final setup TNS,0,ns
worst_setup_path,WP data required,9.50,ns
final_timing,final hold violations,0,
grt,global-route wire length before repair,31470,um
flow_run,Max Cap Viol,0,
power_and_ir_drop,Worst VDD drop,46.39,uV
cells_and_area,Area Overhead vs Synth,31.28,%
final_timing,Final min period,4.051,ns
cts,"Setup Fix Bufs, Post-CTS",0,
grt,gr ovfl total,0,
cts,clk slew on worst S/H paths,0.03,ns
detailed_routing,WL final,20210,um
worst_setup_path,cells on worst reg2reg path,4,
detailed_routing,wire per inst,15.52,um
final_timing,endpoints left unconstrained,356,
cts,Num CTS Buffers,3,
logic_synthesis,Synth Instances,784,
min_path,HP Start,ST_AW_C4K[0]$_DFF_P_,
metal layers:
layer / global-route usage [%] / vias up / wire length, um / share of wire [%]
met1: 21.05 / 2837 / 8818 / 44
li1: - / 3114 / - / -
met2: 24.76 / 186 / 9142 / 45
met3: 6.173 / 4 / 2142 / 11
met5: 0 / - / 0 / 0
met4: 0.6861 / 0 / 109 / 0.54
report_power, final:
part | switching [mW] | leakage (nW) | internal, mW
Combinational | 0.132 | 2.25 | 0.123
Clock | 0.0129 | 0.0370 | 0.0545
Sequential | 0.00485 | 2.06 | 0.0886
Total | 0.150 | 4.34 | 0.266
final cells by class:
cell class / count / area share (%)
Sequential cell: 260 / 38.96
Multi-Input combinational cell: 458 / 33.71
Timing Repair Buffer: 218 / 21.28
Tap cell: 330 / 4.087
Inverter: 32 / 1.189
Clock buffer: 3 / 0.7431
Antenna cell: 1 / 0.02477
synth_stat cells (all sizes together) (7+ instances only):
cell type / number / area, sq um
o21ai: 29 / 145.1
a221o: 26 / 260.3
nor3b: 24 / 270.3
dlxtp: 152 / 2280
inv: 32 / 120.1
a22oi: 8 / 60.06
a21oi: 32 / 167.7
ha: 18 / 225.2
nand2: 73 / 274.0
nor2b: 9 / 56.30
nand3: 20 / 100.1
clkbuf: 25 / 163.9
dlxtn: 102 / 1530
xnor2: 41 / 359.1
nand4: 7 / 43.79
a221oi: 19 / 229.0
and3: 8 / 50.05
a22o: 14 / 122.6
buf: 9 / 88.83
xor2: 27 / 236.5
nor2: 30 / 117.6
a32o: 14 / 140.1
metrics by stage:
step	hold slack [ns]	instances	worst slack (ns)
global placement	0.5082	1298	5.156
global route	0.5550	1301	5.256
floorplan	0.4594	784	5.947
finish	0.5209	1302	5.349
detailed placement	0.5170	1298	5.152
CTS	0.5215	1301	5.353
critical path: stages:
cell	delay, ns
clkdlybuf4s50_1	0.57
ha_1	0.22
inv_1	0.06
fa_1	0.42
nand2b_1	0.18
a21oi_2	0.22
a31oi_4	0.15
o22a_2	0.30
nand2_1	0.08
nand3_1	0.07
sequential cells by signal, summed over array words and instances, names as in the netlist, 4 cells and up:
register       cells
trans2_araddr     18
s_axi_arid         4
s_axi_arlen        8
s_axi_awlen        8
s_axi_awaddr      32
trans1_arlen       8
trans1_awaddr     32
trans2_awlen       8
trans_arid         4
trans_awid         4
s_axi_awid         4
trans1_araddr     32
trans2_arlen       8
s_axi_araddr      32
trans1_awlen       8
trans2_awaddr     18
cells by family (layout without fill, tap and decap cells):
family / after synthesis / after routing / synth area share (%)
xor+xnor: 68 / 68 / 7.740
compound gates: 165 / 165 / 17.54
flops: 6 / 6 / 1.561
other cells: 0 / 1 / 0
mux: 4 / 4 / 0.5203
fa+ha+maj: 20 / 20 / 3.447
simple gates: 201 / 201 / 14.78
buf+inv: 66 / 253 / 4.845
latches: 254 / 254 / 49.51
worst max path at each step:
stage / endpoint / slack [ns] / start
finish: ST_AR_C4K[0]$_DFF_P_ / 5.35 / m_axi_araddr[2]
global route: ST_AR_C4K[0]$_DFF_P_ / 5.26 / m_axi_araddr[2]
CTS: ST_AR_C4K[0]$_DFF_P_ / 5.35 / m_axi_araddr[2]
No activity file was given, so power comes from the tool's default toggle rates.
